[config.mk]
export PLATFORM = sky130hd
export DESIGN_NAME = misc
export DESIGN_NICKNAME = misc
export VERILOG_FILES = /design/flow/design.v
export SDC_FILE = /design/flow/constraint.sdc
export NUM_CORES = 4
export LEC_CHECK = 1
export CORE_UTILIZATION = 50
[constraint.sdc]
current_design misc

set clk_period 9.5
set clk_io_pct 0.2

create_clock -name clk0 -period $clk_period [get_ports {clock}]

set non_clock_inputs [all_inputs -no_clocks]
set_input_delay [expr $clk_period * $clk_io_pct] -clock clk0 $non_clock_inputs
set_output_delay [expr $clk_period * $clk_io_pct] -clock clk0 [all_outputs]
[design.v]
module misc(clock, data, addr, csel, rw);
   parameter l=16, d=10;
   input clock;
   inout [0:l-1] data;
   output [0:l-1] addr;
   output csel;
   output rw;
   reg [0:l-1] inst, dtr, accu, pc;
   reg [0:1] state;
   reg carry, zero;
   wire [0:l-1] regs;
   wire alusel, cout, zout, pccond;
   wire [0:l-1] alu1, alu2, aluout;
   wire [0:2] aluop;
   initial
    begin
       state = 0;
       pc = 'h10;
       inst = 0;
       dtr = 0;
       accu = 0;
       carry = 0;
       zero = 1;
    end
   assign
    rw=~&state,
    csel=~state[1] | |inst[0:l-5],
    addr = state[1] ? inst : pc,
    data = rw ? {l{1'bz}} : dtr;
   assign
    alusel= inst[l-4],
    pccond = ~|(inst[l-3:l-1] & ~{ carry, zero, accu[0] }),
    regs = inst[l-4] ? (|inst[l-3:l-1] ? { {(l-1){1'b0}}, pccond } : accu)
                     : aluout;
   always @(posedge clock)
    begin
       casez(state)
	 2'bz0 : begin
	    inst = data;
	    pc = aluout;
	 end
	 2'b01 : begin
	    dtr = csel ? data : regs;
	 end
	 2'b11 :
	  begin
	     if(~|inst[0:l-5])
	      if(alusel) { carry, zero, accu } = { cout, zout, aluout };
	      else
	       if (pccond) pc=dtr;
	  end
       endcase  
       state = state + 1;
    end
   assign
    alu1 = &state ? accu : pc,
    alu2 = ~state[1] ? {{l{1'b0}}, 1'b1 } :
                       state[0] ? dtr : { inst[1:l-1], 1'b0 } - 1,
    aluop = &state ? inst[l-3:l-1] : 3'b011;
   alu #(l,d) alu0(aluop, alu1, alu2, carry, aluout, cout, zout);
endmodule  
module alu(op, in1, in2, cin, out, cout, zout);
   parameter l=16, d=10;
   input [0:2] op;
   input [0:l-1] in1, in2;
   input cin;
   output [0:l-1] out;
   output cout, zout;
   reg [0:l-1] out;
   reg cout;
   initial
    cout = 0;
   always @(in1 or in2 or op)
    #d case(op)
      3'b000 : { cout, out } = { cin, in2 };
      3'b001 : { cout, out } = in1 - in2;
      3'b010 : { cout, out } = in2 - in1;
      3'b011 : { cout, out } = in1 + in2;
      3'b100 : { cout, out } = { cin, in1 ^ in2 };
      3'b101 : { cout, out } = { cin, in1 | in2 };
      3'b110 : { cout, out } = { cin, in1 & in2 };
      3'b111 : { cout, out } = { in2[l-1], cin, in2[0:l-2] };
    endcase  
   assign
    zout = ~|out;
endmodule  
[run.sh]
#!/bin/bash
# OpenROAD 26Q1-2900-gdf79404cd8, Yosys 0.63+post, stock flow scripts
make -C /OpenROAD-flow-scripts/flow DESIGN_CONFIG=/design/flow/config.mk WORK_HOME=/design/flow/orfs finish
==> insert_results.sql <==
-- physical implementation figures
INSERT INTO impl_metrics (metric_group, metric, value, unit) VALUES
('yosys', 'biggest_area_consumer_among_synthesized_cells', 'sky130_fd_sc_hd__edfxtp_1', ''),
('yosys', 'flop_cell', 'sky130_fd_sc_hd__edfxtp_1', ''),
('yosys', 'top_area_frac', '0.287', ''),
('clock_tree', 'clkSinkCount', '68', ''),
('clock_tree', 'clock_path_buffers', '2', ''),
('die', 'fp-row-count', '42', ''),
('yosys', 'synth_seq_share', '0.293', ''),
('placement', 'hpwl', '17.2', 'mm'),
('clock_tree', 'ctsRootBufferMaster', 'sky130_fd_sc_hd__clkbuf_16', ''),
('yosys', 'netlist_instances', '762', ''),
('yosys', 'synth_top_cell_by_count', 'sky130_fd_sc_hd__ha_1', ''),
('yosys', 'yosysWarnings', '3', ''),
('yosys', 'yosys.stat.chipArea', '6910', 'um2'),
('clock_tree', 'postCtsSetupRepairBufs', '0', ''),
('yosys', 'numSynthFlops', '68', ''),
('yosys', 'synth-edff-count', '66', ''),
('clock_tree', 'clock_tree.htree_level_count', '3', ''),
('die', 'fp-utilization', '0.518', ''),
('yosys', 'syn-mean-instance-area', '9.07', 'um2'),
('yosys', 'top_cells_by_count', 'sky130_fd_sc_hd__ha_1 (70), sky130_fd_sc_hd__edfxtp_1 (66), sky130_fd_sc_hd__inv_1 (57)', ''),
('yosys', 'top_cells_by_area', 'sky130_fd_sc_hd__edfxtp_1 (29%), sky130_fd_sc_hd__ha_1 (13%), sky130_fd_sc_hd__mux2_2 (4.6%)', ''),
('placement', 'port-buffer-count', '18', ''),
('clock_tree', 'holdBufCountCts', '0', ''),
('yosys', 'yosysUniqueCellTypes', '86', ''),
('placement', 'globalplace.congestion', '1.01', ''),
('yosys', 'synth_area', '6910', 'um2'),
('clock_tree', 'cts_buffers', '9', ''),
('yosys', 'yosys_cell_count', '762', ''),
('yosys', 'synth-async-reset-ratio', '0', ''),
('clock_tree', 'postCtsResizedCells', '0', ''),
('outcome', 'failed_stage', '4_1_cts', ''),
('die', 'design.portCount', '35', ''),
('outcome', 'outcome', 'aborted with a tool error', ''),
('die', 'fp.dieH', '120', 'um'),
('die', 'dieWidth', '120', 'um'),
('placement', 'dp.cells', '936', ''),
('outcome', 'tool.error', '[error] [KeplerFormal.cpp:679] Workflow failed: Iso has multiple drivers: .data1, data[1]$_DFFE_PP_.Q0', '');
per-stage QoR:
| stage | setup slack (ns) | power (mW) | hold slack (ns) | util | instance area (um2) |
|---|---|---|---|---|---|
| floorplan | 4.65 | 0.335 | 0.436 | - | 6910 |
| global placement | 3.66 | 0.337 | 0.496 | 0.544 | 7260 |
| detailed placement | 3.62 | 0.337 | 0.503 | 0.544 | 7260 |
cell families after synthesis:
| family | Yosys count | synth area share |
|---|---|---|
| compound gates | 218 | 0.229 |
| flops | 68 | 0.293 |
| xor+xnor | 40 | 0.0507 |
| mux | 47 | 0.0731 |
| simple gates | 218 | 0.165 |
| buf+inv | 100 | 0.0608 |
| fa+ha+maj | 71 | 0.130 |
Power figures rest on the tool's default switching activity, not on a simulated workload.
